**./design.v**
```verilog
module DeMux2x1(
    output reg [7:0] Salida0, 
    output reg [7:0] Salida1, 
    input validSalida0, 
    input validSalida1,
    input [7:0]Entrada, 
    input validEntrada,
    input selector,
    input clk,
    input reset);
    wire [7:0] salida0;
    wire [7:0] salida1;
    reg validDeMuxO; 
    reg validDeMux1;
    always @(posedge clk) begin
        if(reset==1) 
            if(selector==0)
                if (validSalida1==1)
                Salida1<=Entrada;
                else         
                Salida1<=8'b00000000;
            else 
                if(validSalida0==1)
                Salida0<=Entrada;
            else
                Salida0<=8'b00000000;
        else 
            Salida0<=8'b00000000;
            Salida1<=8'b00000000;
    end 
endmodule
module demuxL1(
    output [7:0]Salida0,
    output [7:0]Salida1,
    output [7:0]Salida2,
    output [7:0]Salida3,
    input validSalida0,
    input validSalida1,
    input validSalida2,
    input validSalida3,
    input [7:0]Entrada0,
    input [7:0]Entrada1,
    input validEntrada,
    input selector,
    input clk,
    input reset);
    DeMux2x1 demux1(
        .Salida0  (Salida0[7:0]),
        .Salida1  (Salida1[7:0]),  
        .validSalida0 (validSalida0),
        .validSalida1 (validSalida1),
        .Entrada    (Entrada0[7:0]),
        .validEntrada   (validEntrada),
        .selector  (selector),
        .clk       (clk),
        .reset     (reset)
    );
    DeMux2x1 demux2(
        .Salida0  (Salida2[7:0]),
        .Salida1  (Salida3[7:0]),  
        .validSalida0 (validSalida2),
        .validSalida1 (validSalida3),
        .Entrada (Entrada1[7:0]),
        .validEntrada   (validEntrada),
        .selector  (selector),
        .clk       (clk),
        .reset     (reset)
    );
endmodule
module demuxL2(
    output [7:0]Salida0,
    output [7:0]Salida1,
    input validSalida0,
    input validSalida1,
    input [7:0]Entrada,
    input validEntrada,
    input selector,
    input clk,
    input reset);
    DeMux2x1 Demux1(
        .Salida0  (Salida0[7:0]),
        .Salida1  (Salida1[7:0]),  
        .validSalida0 (validSalida0),
        .validSalida1 (validSalida1),
        .Entrada    (Entrada[7:0]),
        .validEntrada   (validEntrada),
        .selector  (selector),
        .clk       (clk),
        .reset     (reset)
    );
endmodule
module demux(
    output [7:0]SalidaF0,
    output [7:0]SalidaF1,
    output [7:0]SalidaF2,
    output [7:0]SalidaF3,
    input validSalidaF0,
    input validSalidaF1,
    input validSalidaF2,
    input validSalidaF3,
    input [7:0]Entrada,
    input validEntrada,
    output valid1,
    output valid2,
    input selector,
    input clk_2f,
    input clk_f,
    input reset);
    wire  [7:0] sal0;
    wire [7:0] sal1;
    demuxL2 Demux1F(
        .Salida0  (sal0[7:0]),
        .Salida1  (sal1[7:0]),  
        .validSalida0 (validSalidaF0),
        .validSalida1 (validSalidaF2),
        .Entrada    (Entrada[7:0]),
        .validEntrada   (validEntrada),
        .selector  (selector),
        .clk       (clk_f),
        .reset     (reset)
    );
    demuxL1 Demux2F(
        .Salida0 (SalidaF0[7:0]),
        .Salida1 (SalidaF1[7:0]),
        .Salida2 (SalidaF2[7:0]),
        .Salida3 (SalidaF3[7:0]),
        .validSalida0 (validSalidaF0),
        .validSalida1 (validSalidaF1),
        .validSalida2 (validSalidaF2),
        .validSalida3 (validSalidaF3),
        .validEntrada(validEntrada),
        .Entrada0 (sal0[7:0]),
        .Entrada1 (sal1[7:0]),
        .selector  (selector),
        .clk       (clk_2f),
        .reset     (reset)
    );
endmodule
```
**./run.sh**
```bash
#!/bin/bash
# OpenROAD 26Q1-2900-gdf79404cd8, Yosys 0.63+post, stock flow scripts
make -C /OpenROAD-flow-scripts/flow DESIGN_CONFIG=/design/flow/config.mk WORK_HOME=/design/flow/orfs finish
```
**./config.mk**
```make
export PLATFORM = sky130hd
export DESIGN_NAME = demux
export DESIGN_NICKNAME = demux
export VERILOG_FILES = /design/flow/design.v
export SDC_FILE = /design/flow/constraint.sdc
export NUM_CORES = 4
export LEC_CHECK = 1
export CORE_AREA = 10 10 89 89
export DIE_AREA = 0 0 99 99
```
**./constraint.sdc**
```tcl
current_design demux

set clk_period 1.2
set clk_io_pct 0.2

create_clock -name clk0 -period $clk_period [get_ports {clk_2f}]
create_clock -name clk1 -period $clk_period [get_ports {clk_f}]

set non_clock_inputs [all_inputs -no_clocks]
set_input_delay [expr $clk_period * $clk_io_pct] -clock clk0 $non_clock_inputs
set_output_delay [expr $clk_period * $clk_io_pct] -clock clk0 [all_outputs]
```
==> ci_impl_report.md <==
### Metrics collected by this job

| Metric | Value |
|---|---|
| Status | finished clean |
| Cell family with most CP delay | buffers and inverters |
| Vias after detailed routing | slightly above 600 |
| Register-to-Register Path Depth | 2 |
| Hold WC Path Type | reg -> reg |
| Pwr dens | about 1200 nW/um^2 |
| Floorplan core density | between 10 and 15% |
| CP max stage cell | clkdlybuf4s50_1 |
| Data required, critical path | approximately 1.3 ns |
| CTS tree | built |
| Synth top area share | between 30 and 40% |
| Storage cell area | roughly 330 sq um |
| Iter 0 DRT Violations | 102 |
| Synth top cell by count | buf_4 |
| Synth Instances | between 90 and 100 |
| Count of pins over their slew limit | 0 |
| Mean Syn Cell Area | 9.30 sq um |
| Final GP Congestion | roughly 0.69 |
| Pre-Repair DR Iteration Count | 4 |
| Synth top cells by count | buf_4, dfxtp_1 |
| GRT Total Usage | under 10% |
| DP HPWL | roughly 1700 um |
| Crit. End Element | flop |
| Layout area overhead | 28.7% |
| Max-Cap Viols | 0 |
| Tot Pwr | 1.29 mW |
| Worst path bufs/invs | 2 |
| Clock slew at reported path FFs | approximately 0.04 ns |
| Crit start category | input pin |
| Worst clock skew | 0 ns |
| WS Path Type | in -> reg |
| TritonCTS Sinks | 16 |
| Synthesized cell area | roughly 860 sq um |
| CP peak stage delay | ~0.51 ns |
| Number of cells on the critical path | 4 |
| Die width | 99 um |
| Count of tool warnings | 30 |
| Total wire length | 2090 um |
| Chip Height | roughly 100 um |
| Synth flops | 16 |
| Final setup viols | 0 |
| Gate Area | roughly 380 sq um |
| Ys Warns | 3 |
| Placed cell area | about 1000 sq um |
| Drt via density | 3.30 |
| Setup TNS | 0 ns |
| Crit Path Max Fanout | 32 |
| Layout cells sized above 1 | 13.4% |
| Synth cell types | 12 |
| Yosys Instances | between 90 and 100 |
| Synth area leader | dfxtp_1 |
| GRT overflow | 0 |
| Io pins | around 51 |
| Hold Path Cell Cnt | 2 |
| DRT antenna net count | 0 |
| Ant. Diodes | 0 |
| Final Hold Fails | 0 |
| # rows | 28 |
| Ys async rst share | 0% |
| P_leak | around 0.50 nW |
| VDD IR-drop max | ~0.00032 V |
| PortBufs | 19 |
| Initial antenna violation count | 0 |
| Top cells by area | dfxtp_1, buf_4, a32o_1 |
| Final hold slack | approximately 0.47 ns |
| Arr. time, crit path | 1.20 ns |
| Drt drc | 0 |
| Filler instances | about 650 |
| Vias in the first global route | roughly 710 |
| First-pass GRT wire length | 3170 um |
| YS chip area | roughly 860 sq um |
| Final Instance Area | 1100 sq um |
| Post-CTS setup buffers | 0 |
| RSZ-0062 raised after global routing | false |
| Main flop type | dfxtp_1 |
| WL per Instance | approximately 11 um |
| Total core area | approximately 6000 sq um |
| Die ar. | 9800 sq um |
| Post-synth seq share | a little under two fifths |
| CP Cell Sequence | clkdlybuf4s50_1 -> buf_12 -> nor2b_1 -> a32o_1 |
| Post-cts hold buffer count | 0 |
| Largest net degree at the start of global routing | 33 |
| Post-synth EDFFs | 0 |
[logic make-up after synthesis]
kind of cell / share of synthesized area, %
other: 0.438
DFF: 37.4
and+or+nand+nor: 23.2
AOI/OAI and AO/OA: 9.36
buffers and inverters: 29.5
[routing by layer]
layer	GRT usage (%)	part of all wire [%]	up-vias	wire [um]
li1	-	-	304	-
met1	4.44	44	278	918
met2	5.61	42	32	884
met4	1.76	2.4	0	50
met3	2.26	11	4	236
met5	0	0	-	0
[path summary, 6_finish.rpt]
path	from	endpoint	slack [ns]
min in group clk0	Demux1F.Demux1.Salida0[5]	Demux2F.demux1.Salida0[5]	0.50
hold / removal	Demux1F.Demux1.Salida0[5]	Demux1F.Demux1.Salida0[5]	0.47
setup reg to reg	Demux2F.demux1.Salida0[0]	Demux2F.demux1.Salida0[0]	0.47
setup / recovery	selector	Demux2F.demux1.Salida0[1]	0.11
hold reg to reg	Demux1F.Demux1.Salida0[5]	Demux1F.Demux1.Salida0[5]	0.47
max in group clk1	reset	Demux1F.Demux1.Salida0[4]	0.17
[cell type report]
cell class,instances,area share (%)
Sequential cell,16,29.5
Timing Repair Buffer,23,20.2
Multi-Input combinational cell,67,34.2
Clock buffer,6,7.50
Tap cell,75,8.52
[worst reg2reg max path, delay by kind of cell, from the launching register on]
kind               cells  cell delay (ns)
AOI/OAI and AO/OA      1             0.19
DFF                    1             0.31
and+or+nand+nor        1             0.12
[state kept, by name (all words and copies together), names as in the netlist]
register / flops
Demux2F.demux1.Salida0: 8
Demux1F.Demux1.Salida0: 8
[timing repair]
action | 4_1_cts | 5_1_grt
setup endpoints to repair | 8 | 0
hold endpoints to repair | 0 | 0
resized | 12 | 0
[power breakdown]
part           total, mW  switching (mW)  internal, mW
Combinational      0.114          0.0519        0.0624
Sequential         0.555         0.00691         0.549
Clock              0.622           0.189         0.433
Total               1.29           0.248          1.04
[cells in the final DEF, fill, tap and decap left out]
master           netlist  routed
clkdlybuf4s50_1        0      11
buf_4                 27       3
and2_4                 1       1
dlygate4sd2_1          0       8
dfxtp_2                0       4
a32o_1                 8       8
clkbuf_8               0       6
dfxtp_1               16      12
buf_12                 0       1
conb_1                 1      26
nand2_1                8       8
nand4_1                8       8
nor2b_1                8       8
nand3b_1               8       8
[through the flow]
stage                     worst slack (ns)  utilization [%]  std cells
final                                0.114             18.4        187
after global routing                0.0785             18.4        187
after CTS                            0.114             18.4        187
after detailed placement            -0.105             17.1        181
after global placement             -0.0980             17.1        181
after floorplan                      0.244                -        117
Power is estimated from default activity; no workload was simulated.
